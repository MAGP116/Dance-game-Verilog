`flow/run.sh`:
```
#!/bin/bash
# OpenROAD 26Q1-2900-gdf79404cd8, Yosys 0.63+post, stock flow scripts
make -C /OpenROAD-flow-scripts/flow DESIGN_CONFIG=/design/flow/config.mk WORK_HOME=/design/flow/orfs finish
```
`flow/design.v`:
```
`timescale 1ns / 1ps
module interpretadorTeclado(
	input clk,
	input [7:1] in,
	output reg [2:0] num0, num1, num2, num3
    );
	 wire column [3:1];
	 wire row[3:0];
	 assign row[3]		= in[7];  
	 assign row[2] 	= in[6];
	 assign row[1] 	= in[5];
	 assign row[0] 	= in[4];  
	 assign column[3] = !in[3];  
	 assign column[2] = !in[2];
	 assign column[1] = !in[1];
	always @(posedge clk)
		begin
		if(column[3])
			begin
				num3 <=(row[0])? 0:
				(row[1])? 1:
				(row[2])? 2:
				(row[3])? 3:
				4;
			end
		else if(column[2])
			begin
			num2 <=(row[0])? 0:
					 (row[1])? 1:
					 (row[2])? 2:
					 (row[3])? 3:
									 4;
			end
		else if(column[1])
				begin
				num1 <=(row[0])? 0:
						 (row[1])? 1:
						 (row[2])? 2:
						 (row[3])? 3:
									  4;
			end
		else
			begin
				num0 <=(row[0])? 0:
						 (row[1])? 1:
						 (row[2])? 2:
						 (row[3])? 3:
									  4;
			end
		end
endmodule
```
`flow/constraint.sdc`:
```
current_design interpretadorTeclado

set clk_period 1.6
set clk_io_pct 0.2

create_clock -name clk0 -period $clk_period [get_ports {clk}]

set non_clock_inputs [all_inputs -no_clocks]
set_input_delay [expr $clk_period * $clk_io_pct] -clock clk0 $non_clock_inputs
set_output_delay [expr $clk_period * $clk_io_pct] -clock clk0 [all_outputs]
```
`flow/config.mk`:
```
export PLATFORM = sky130hd
export DESIGN_NAME = interpretadorTeclado
export DESIGN_NICKNAME = interpretadorTeclado
export VERILOG_FILES = /design/flow/design.v
export SDC_FILE = /design/flow/constraint.sdc
export NUM_CORES = 4
export LEC_CHECK = 1
export CORE_AREA = 10 10 75 75
export DIE_AREA = 0 0 85 85
```
==> results.txt <==
impl run done, here's what came out: # resized after CTS 0, met1 usage around 3.6%, Sink Count 12, num rows 23, DR WL/cell 10.81 um, GRT Total Usage 2.785%, Std-Cell Core Area roughly 4100 um2, Fin. Hold Viols 0, DRT iter0 DRCs 9, synthesized chip area reported by yosys around 420 um2, Setup Crit Path Kind reg -> out, drt total wl approximately 1000 um, CP peak stage delay around 0.49 ns, Worst setup SP type flop, Vias/cell roughly 2.7, Routed Antenna Nets 0, Port Buffers 19, first-pass GRT wire length around 1500 um, Log Warnings 25, gpl congestion 0.7181, IO Count 20, Worst Hold Class in -> reg, TritonCTS buffer count 3, Seq/Total Area, Yosys about 85%, critical-path cell list clkdlybuf4s50_1, CP arrival 1.05 ns, H-tree levels 1, Unique cell types 9, status completed, grt ovf 0, Post-Synthesis Cells 23, Setup TNS 0 ns, Post-CTS Setup Inserts 0, Synth warnings 1, largest net degree at the start of global routing 8, number of global-route vias before repair approximately 270, relative max-transition margin approximately two thirds, # diodes 0, Final setup violation count 0, vias after detailed routing ~260, fin crit share between 80% and 90%, Die Y-Extent approximately 85 um, # fillers about 420, first-pass detailed-route iteration total 2, MaxCap Viol Count 0, die area 7225 um2, Synth-to-Final Area Change 70.62%, met2 Use GR 3.883%, die span in x 85 um, met3 Usage GRT 1.638%, initial antenna violation count 0, RSZ-0062 raised after global routing false, # Cells Yosys 23, power per cell area roughly 990 nW/um2, Final Max Tran Viols 0, hold_buf cts 0, Req. time, crit path 1.28 ns, worst slew pin tran about 0.48 ns, hold slack approximately 0.82 ns, VDD IR max between 0.2 and 0.3 mV, fp_density 10.39%, Reg clk slew, reported paths 0.05 ns, Synthesized registers 12, static leakage between 0.2 and 0.25 nW, Largest delay share family, worst path buffers and inverters, critical path's slowest cell clkdlybuf4s50_1, Synth Cell Area around 420 um2, syn avg cell area roughly 18 um2, CP Max Fanout 1, Root Buffer clkbuf_8, GRT Max-Usage Layer met2, Max Freq 732.2 MHz, CTS tree yes, DRC 0, clk buf depth 2, CP endpoint kind output port, Power, Total 0.0007091 W, worst path bufs/invs 1, Period minus WS final between 1 and 1.5 ns, share of cells above drive strength 1 10.87%
[per-stage QoR]
step	utilization [%]	worst slack, ns	std cells	area [um2]
final	17.73	0.2342	96	719.4
after global placement	16.62	0.09756	92	674.4
after global routing	17.73	0.1712	96	719.4
after CTS	17.73	0.2039	96	719.4
after detailed placement	16.62	0.04817	92	674.4
after floorplan	-	0.7187	23	421.7
[state kept, by name, indices dropped and copies added, names as in the netlist]
name,cells
num0,3
num1,3
num2,3
num3,3
[cell type report]
type / count / area, um2 / area share [%]
Multi-Input combinational cell: 9 / 53.80 / 7.478
Sequential cell: 12 / 360.3 / 50.09
Clock buffer: 3 / 41.29 / 5.739
Tap cell: 50 / 62.56 / 8.696
Inverter: 2 / 7.507 / 1.043
Clock inverter: 1 / 3.754 / 0.5217
Timing Repair Buffer: 19 / 190.2 / 26.43
[power breakdown]
| group | total [W] | leakage [nW] | switching (W) | internal (W) |
|---|---|---|---|---|
| logic | 0.0000697 | 0.107 | 0.0000226 | 0.0000471 |
| clock network | 0.000268 | 0.0231 | 0.0000998 | 0.000168 |
| registers | 0.000371 | 0.103 | 0.00000427 | 0.000367 |
| total | 0.000709 | 0.233 | 0.000127 | 0.000582 |
[kinds of logic (layout without fill, tap and decap cells)]
family | count (synthesis) | in the layout | share of synthesized area [%]
flops | 12 | 12 | 85.46
simple gates | 8 | 8 | 10.68
buf+inv | 2 | 25 | 1.781
compound gates | 1 | 1 | 2.078
[cells in the final DEF, fill, tap and decap left out, drive strengths merged, types with 2 or more instances in the layout]
cell	n
clkbuf	3
clkdlybuf4s50	19
edfxtp	12
inv	2
nor2	3
[per-layer routing]
layer	routed length [um]	share of wire, %
met1	496	48
met2	452	44
met3	89	8.6
met4	0	0
met5	0	0
[cells in the mapped netlist]
master    instances  area (um2)
a21oi_2           1       8.760
and3_1            1       6.260
edfxtp_1         12       360.4
inv_1             2       7.510
nand2_1           1       3.750
nand2b_1          1       6.260
nor2_1            3       11.26
nor3_1            1       5.000
nor4_2            1       12.51
[path summary, 6_finish.rpt]
path / from / to / slack (ns) / cells past startpoint
min: in[3] / num3[1]$_DFFE_PN_ / 0.82 / 2
max: num0[1]$_DFFE_PP_ / num0[1] / 0.23 / 1
Power and IR drop assume default switching activity.
