[./run.sh]
#!/bin/bash
# OpenROAD 26Q1-2900-gdf79404cd8, Yosys 0.63+post, stock flow scripts
make -C /OpenROAD-flow-scripts/flow DESIGN_CONFIG=/design/flow/config.mk WORK_HOME=/design/flow/orfs finish
[./config.mk]
export PLATFORM = sky130hd
export DESIGN_NAME = clk5seg
export DESIGN_NICKNAME = clk5seg
export VERILOG_FILES = /design/flow/design.v
export SDC_FILE = /design/flow/constraint.sdc
export NUM_CORES = 4
export LEC_CHECK = 1
export CORE_AREA = 10 10 106 106
export DIE_AREA = 0 0 116 116
[./constraint.sdc]
current_design clk5seg

set clk_period 3.0
set clk_io_pct 0.2

create_clock -name clk0 -period $clk_period [get_ports {clk}]

set non_clock_inputs [all_inputs -no_clocks]
set_input_delay [expr $clk_period * $clk_io_pct] -clock clk0 $non_clock_inputs
set_output_delay [expr $clk_period * $clk_io_pct] -clock clk0 [all_outputs]
[./design.v]
`timescale 1ns / 1ps
module clk5seg(
    input clk,reset, pause,
    output reg clkRedu = 0
    );
reg [27:0] counter = 0;
always @(posedge clk)
   begin
		if(reset)
			begin
			counter = 0;
			clkRedu = 0;
			end
		else 
			begin
			if(!pause)
				begin
				if (counter == 125_000_000 )
					begin
					counter = 0;
					clkRedu=clkRedu+1;
					end
				else
					begin
					counter = counter+1;
					end
				end
			end
	end
endmodule
==> run notes <==
Implementation run completed; key figures follow.

Critical path:
- The OpenROAD report gives the critical path a data arrival time of 2.54 ns.
- Counting cells, the worst reg-to-reg path comes to 5.
- The run gives the destination of the worst register-to-register timing path as counter[18].
- The worst setup path is captured at a flop.
- The required time at the worst endpoint is listed as 3.21 ns.
- The worst register-to-register path begins at counter[0].
- The setup path with the least slack is of type in2reg.
- STA classifies the critical path startpoint as an input pin.
- The run gives the worst-path maximum fanout as 8.
- The run puts the setup slack of the most critical reg-to-reg path at 1.04 ns.

Timing:
- The final report lists the setup-violating endpoint count as 0.
- Setup repair after global routing left no endpoint under its margin.
- The final timing report lists a max-slew violation count of 0.
- The run gives the worst setup slack after layout as 0.678 ns.
- Summed over all failing endpoints, the final setup total negative slack is 0 ns.
- For this run, the top clock speed supported by timing is roughly 0.43 GHz.
- The run puts the setup clock skew after layout at roughly 0.0064 ns.
- The run puts the headroom to the max-slew limit at 77.8%.
- The run puts the final period demand of the worst path at 2.32 ns.
- The run puts the transition time of the tightest slew-check pin at between 0.3 and 0.4 ns.
- The run puts the number of hold violations in the final report at 0.
- The final critical path takes up between 70% and 80% of the cycle.
- The run gives the worst hold-check slack as 0.482 ns.

Logic synthesis:
- The run puts the proportion of register bits with asynchronous set or reset after synthesis at 0%.
- The run puts the flop and latch count out of synthesis at 29.
- The chip area line in the Yosys stat output reads 0.00148 mm^2.
- Per the post-synthesis stats, the area per cell is 9.09 um^2.
- The run gives the number of flops mapped to enable cells by yosys as 0.
- The run puts the number of unique standard cell types used by synthesis at 35.
- The area fraction of the largest cell type after synthesis is 39.2%.
- The run gives the cell count after synthesis as 163.
- Yosys attributes the largest share of cell area to sky130_fd_sc_hd__dfxtp_1, sky130_fd_sc_hd__a21oi_1, sky130_fd_sc_hd__o31ai_1.
- The run gives the count of yosys warnings during synthesis as 1.
- Yosys reports that the most numerous cell types are sky130_fd_sc_hd__dfxtp_1, sky130_fd_sc_hd__a21oi_1, sky130_fd_sc_hd__nand3_1, sky130_fd_sc_hd__nor2_1, sky130_fd_sc_hd__o31ai_1.
- The run gives the dominant synthesized flop cell as sky130_fd_sc_hd__dfxtp_1.
- The run puts the cell area after technology mapping at 0.00148 mm^2.
- Looking at the gate-level netlist, the highest instance count belongs to sky130_fd_sc_hd__dfxtp_1.
- The largest total area in the synthesized netlist belongs to sky130_fd_sc_hd__dfxtp_1.
- The run gives the post-synthesis cell count from yosys as 163.
- Summing the sequential cell areas from Yosys gives 39.2% of the chip area.

GRT:
- The run puts the pin count of the biggest net entering global routing at 17.
- The run gives the number of antenna violations at the first check in global routing as 0.
- The run gives the number of global-route vias before repair as 1066.
- For this run, the total global-route usage over all layers was measured as 4.57%.
- The first global-routing pass estimated 5120 um of wire.
- The run gives the overall overflow remaining after global route as 0.

Place:
- Including well taps, the total number of placed cells is around 270.
- The run gives the total of buffers placed on input and output ports as 3.
- The pre-CTS setup check shows a worst slack of 0.416 ns.
- Detailed placement reports a standard cell area of 0.00162 mm^2.
- The run gives the placer congestion estimate as about 0.79.
- The run gives the HPWL after detailed placement as 2090 um.

Flow run:
- The run puts the number of max-cap violations at 0.
- The run gives the number of warnings the tools reported as 26.

Drt:
- The run puts the aggregate routed wire length at 3060 um.
- The run puts the number of iterations in the first detailed-routing pass at 4.
- The run gives the count of antenna-violating nets left after detailed routing as 0.
- The run gives the vias after detailed routing as 1222.
- In the final routed layout, each cell accounts on average for between 10 and 15 um.
- The run puts the number of antenna diodes at 0.
- The run gives the iteration-0 DRC count of the detailed router as 142.
- The run puts the detail-routed via count per cell at about 4.4.
- The routed layout reports a DRC error count of 0.

Worst hold path:
- The launch point of the worst min-delay path is recorded as counter[26].
- The run puts the number of cells on the worst hold path at 2.
- The run gives the path class of the lowest-slack min-delay path as reg2reg.
- Looking at the hold checks, the worst path lands on counter[26].

CTS:
- The run puts the maximum buffer depth of the clock tree at 2.
- In the CTS report, the clock slew at the register clock pins of the worst setup and hold paths is listed as 0.06 ns.
- Per the CTS log, the root buffer master is sky130_fd_sc_hd__clkbuf_8.
- The run gives the clock net sink count as 29.
- The run puts the count of buffers added by post-CTS timing repair for setup at 0.
- The run puts the TritonCTS buffer count at 5.
- Gates resized during post-CTS repair numbered 0.
- The run gives the worst-skew pair later-pin latency as 0.28 ns.
- The run gives the count of H-tree levels built during CTS as 2.
- The run gives the number of buffers inserted for hold repair after clock tree synthesis as 0.
- TritonCTS built the clock tree.

Cells and area:
- The run gives the final cell area excluding filler cells as ~0.0017 mm^2.
- Cells with a size suffix above 1 make up 10.1% of the layout.
- The run puts the utilization after layout at about 19%.
- The run puts the count of fill cells added during filler insertion at a little under 1000.
- The run gives the final non-filler cell total as around 280.
- The run puts the post-synthesis to final-layout area growth at 15.2%.

Floorplan:
- The floorplan has 34 rows.
- The run puts the core box area at between 0.008 and 0.009 mm^2.
- The run puts the overall die area at 0.0135 mm^2.
- The run puts the die width at 116 um.
- The floorplan step set the die height to 116 um.
- The run puts the count of boundary I/O pins at 4.
- The run puts the floorplan-stage core utilization at 16.7%.

Pwr:
- Looking at the VDD voltage map, the peak drop is 0.000354 V.
- Dividing total power by cell area gives a power density of 432 mW/mm^2.
- Overall power consumption after layout is estimated at ~740 uW.
- The run puts the leakage power of the design at 0.508 nW.

Run status:
- The run finished with clean final reports.
[flip-flops by register name (all words and copies together) (netlist names)]
name / count
clkRedu: 1
counter: 28
[layout by cell type (no fill, tap or decap), drive strengths merged, types with 2 or more instances in the layout]
master	instances
buf	2
nor2	12
ha	2
nor4b	2
and4	3
or4	12
xnor2	4
or3	7
xor2	7
nand4	9
nand3	13
dfxtp	29
clkdlybuf4s50	3
o21ai	5
o31ai	10
and4b	2
nand2	6
a21oi	17
and3	2
and2	2
inv	5
clkbuf	7
[worst max-delay path, cell delays in order]
cell and delay (ns):
sky130_fd_sc_hd__clkdlybuf4s50_1 0.51, sky130_fd_sc_hd__and4b_1 0.49, sky130_fd_sc_hd__nand4_1 0.31, sky130_fd_sc_hd__or4_1 0.47
sky130_fd_sc_hd__a21oi_1 0.15
[cell families after synthesis]
| group | Yosys count | share of synthesized area, % |
|---|---|---|
| flip-flops | 29 | 39.2 |
| buffers and inverters | 11 | 4.05 |
| multiplexers | 1 | 0.676 |
| AND/OR/NAND/NOR | 74 | 32.4 |
| XOR/XNOR | 11 | 6.50 |
| AND-OR/OR-AND | 35 | 15.5 |
| adder cells (fa/ha/maj) | 2 | 1.69 |
[cell type report]
type	count	area, um^2	share of cell area [%]
Inverter	5	18.8	1.10
Multi-Input combinational cell	123	841	49.3
Sequential cell	29	581	34.0
Tap cell	108	135	7.92
Timing Repair Buffer	5	45.0	2.64
Clock buffer	7	86.3	5.06
[power breakdown]
| group | switching, mW | leakage (nW) | internal [mW] | total, mW |
|---|---|---|---|---|
| clock network | 0.143 | 0.0443 | 0.182 | 0.324 |
| logic | 0.0117 | 0.230 | 0.0105 | 0.0222 |
| registers | 0.00299 | 0.234 | 0.388 | 0.391 |
| total | 0.157 | 0.508 | 0.580 | 0.738 |
[layer usage]
layer	global-route usage [%]	vias up	part of all wire, %
met5	0	-	0
met4	0.667	0	0.59
met3	1.57	2	3.7
met2	5.99	18	40
met1	7.10	570	56
li1	-	632	-
[worst max path at each step]
stage                         end   from
after CTS             counter[18]  pause
after global routing  counter[27]  pause
final                 counter[18]  pause
Power figures rest on the tool's default switching activity, not on a simulated workload.
