`/design/flow/run.sh`:
```
#!/bin/bash
# OpenROAD 26Q1-2900-gdf79404cd8, Yosys 0.63+post, stock flow scripts
make -C /OpenROAD-flow-scripts/flow DESIGN_CONFIG=/design/flow/config.mk WORK_HOME=/design/flow/orfs finish
```
`/design/flow/config.mk`:
```
export PLATFORM = sky130hd
export DESIGN_NAME = displaySelector
export DESIGN_NICKNAME = displaySelector
export VERILOG_FILES = /design/flow/design.v
export SDC_FILE = /design/flow/constraint.sdc
export NUM_CORES = 4
export LEC_CHECK = 1
export CORE_AREA = 10 10 70 70
export DIE_AREA = 0 0 80 80
```
`/design/flow/constraint.sdc`:
```
current_design displaySelector

set clk_period 2.9
set clk_io_pct 0.2

create_clock -name clk0 -period $clk_period

set non_clock_inputs [all_inputs -no_clocks]
set_input_delay [expr $clk_period * $clk_io_pct] -clock clk0 $non_clock_inputs
set_output_delay [expr $clk_period * $clk_io_pct] -clock clk0 [all_outputs]
```
`/design/flow/design.v`:
```
`timescale 1ns / 1ps
module displaySelector(
	input [2:0] num,
	input [1:0] pos,
	output [6:0] display
    );
	 assign display = (pos == 0)?  
								(num == 0)? 7'b0001000 :
								(num == 1)? 7'b0000011 :
								(num == 2)? 7'b1000110 :
								(num == 3)? 7'b0100001 :
								(num == 4)? 7'b1111111 :
								(num == 5)? 7'b1111110 :
								(num == 6)? 7'b0111111 :
								7'b1110111:
							(pos == 1)?
								(num == 0)? 7'b0110000 :
								(num == 1)? 7'b0000010 :
								(num == 2)? 7'b0010000 :
								(num == 3)? 7'b0001110 :
								(num == 4)? 7'b1111111 :
								(num == 5)? 7'b1111110 :
								7'b0110110:
							(pos == 2)?
								(num == 0)? 7'b0100100 :
								(num == 1)? 7'b0010010 :
								(num == 2)? 7'b0000000 :
								(num == 3)? 7'b1000000 :
								(num == 4)? 7'b1111111 :
								(num == 5)? 7'b1111110 :
								7'b0110110:
								(num == 0)? 7'b1111001 :
								(num == 1)? 7'b0011001 :
								(num == 2)? 7'b1111000 :
								(num == 3)? 7'b0000110 :
								(num == 4)? 7'b1111111 :
								(num == 5)? 7'b1111110 :
								7'b0110110;
endmodule
```
==> impl_metrics.tcl <==
# collected from the flow reports
set metrics [dict create \
    syn-mean-instance-area_um2 6.94 \
    dieArea_mm2 0.00640 \
    top_area_share_pct 8.20 \
    end_kind "output pin" \
    core_mm2 0.00342 \
    startpoint_type "input pin" \
    grt_max_degree 10 \
    clock_power_share_pct 0 \
    routed_wl_um 767 \
    fp.dieW_um 80 \
    rows 21 \
    p_leak_nw 0.161 \
    cpMostUsedCell "clkdlybuf4s50_1" \
    grt_overflow 0 \
    pwr-share-seq_pct 0 \
    status "finished, final reports clean" \
    cts_setup_buffers 0 \
    finalHoldViolCount 0 \
    finalCritPeriodShare_pct 96.0 \
    ios 12 \
    crit_fanout 8 \
    n_antenna_cell 0 \
    clock.fmax_mhz 359 \
    yosysWarnings 0 \
    grt_setup_unrepaired "no" \
    pre_cts_slack_ps 37.1 \
    grt_pass1_wl_um 1180 \
    synth_cells 33 \
    drive_gt1_share_pct 13.3 \
    required_ps 2320 \
    slew_violations 0 \
    area_leaders "nand2b_1 8.2%, and3b_1 7.7%, o221ai_1 7.7%" \
    top_area_cell "nand2b_1" \
    cpPeakStageDelay_ps 520 \
    clock_buffers 0 \
    initial_utilization_pct 6.70 \
    place.gp.congestion 0.661 \
    synth.distinct_cells 24 \
    setup_viol 0 \
    fin_ws_ps 116 \
    firstDrtPassIters 2 \
    grt_pass1_vias 266 \
    cts-hold-fix-buffers 0 \
    max_slew_margin_pct 81.4 \
    ir_drop_mv 0.0134 \
    warning_count 32 \
    criticalPathCategory "in2out" \
    power_density_mw_per_mm2 128 \
    tns_ps 0 \
    placed_cells_incl_taps 91 \
    maxCapViolations 0 \
    die_y_um 80 \
    worstSetupStartpoint "num[0]" \
    via_count 296 \
    area_growth_syn_to_layout_pct 82.0 \
    p_switching_mw 0.0208 \
    final_area_um2 417 \
    antenna_found_initial 0 \
    hp-class "in2out" \
    flop_area_um2 0 \
    dp_hpwl_um 655 \
    crit_chain "clkdlybuf4s50_1, buf_4, o31ai_1, a22oi_1, nand2_1, clkdlybuf4s50_1" \
    cpMaxStageDelayCell "clkdlybuf4s50_1" \
    drt_iter0_markers 25 \
    min_from "num[1]" \
    ant_nets 0 \
    cts_resized 0 \
    min_period_ps 2780 \
    ys_cells 33 \
    wire_per_inst_um 8.43 \
    ff_count 0 \
    placed_cell_area_um2 412 \
    cp.arrival_ps 2200 \
    synth_area_um2 229 \
    io_buffers 12 \
    ys_area_um2 229 \
    fin_cells 91 \
    nFillCells 395 \
    ys_seq_share_pct 0 \
    combPwrFrac_pct 100.0 \
    drt_drc_violations_left 0 \
    viasPerCell 3.25 \
    track_usage_pct 2.10 \
    swShare_pct 38.9 \
    power.internal_mw 0.0327 \
    worst_pin_slew_ps 278 \
]
## worst paths after layout
kind / end / slack [ps] / cells after the start
worst max-delay path: display[3] / 120 / 6
worst min-delay path: display[2] / 1960 / 4
## stage by stage
step	power (mW)	util (%)	hold WS, ps
final	0.0535	12.2	1960
after floorplan	0.0234	-	1190
after detailed placement	0.0545	12.1	2230
after global placement	0.0535	12.1	2230
after global routing	0.0596	12.2	2040
after CTS	0.0547	12.1	2220
## routing by layer
metal  up-vias  share of wire (%)  global-route usage [%]
li1        154                  -                       -
met1       137                 40                    2.44
met2         5                 51                    3.85
met3         0                8.7                   0.682
met4         0                  0                       0
met5         -                  0                       0
## cells by family after synthesis
group / after synthesis / share of synthesized area [%]
compound gates: 11 / 36.6
buf+inv: 4 / 9.29
mux: 1 / 4.37
simple gates: 17 / 49.7
## final cells by class
cell class | instances | area, µm² | area share (%)
Inverter | 1 | 3.75 | 0.901
Multi-Input combinational cell | 29 | 208 | 49.8
Tap cell | 46 | 57.6 | 13.8
Timing Repair Buffer | 15 | 148 | 35.4
## worst max-delay path, delay by kind of cell
family | cells | cell delay [ps]
buffers and inverters | 3 | 1200
and+or+nand+nor | 1 | 90
AOI/OAI and AO/OA | 2 | 330
## synth_stat cells (2+ instances only)
master    number
buf_2          2
a31oi_1        2
o221ai_1       2
nand2_1        3
nor2_1         2
and3b_1        2
nand2b_1       3
## power by group through the flow
stage | Combinational, mW | Clock, mW | Sequential, mW
4_1_cts | 0.0547 | 0 | 0
5_1_grt | 0.0596 | 0 | 0
6_report | 0.0535 | 0 | 0
## layout by cell type (no fill, tap or decap), drive strengths merged
| cell type | Yosys | final |
|---|---|---|
| nand3 | 1 | 1 |
| and3b | 2 | 2 |
| mux2i | 1 | 1 |
| o221ai | 2 | 2 |
| a211oi | 1 | 1 |
| nand2 | 4 | 4 |
| and2b | 1 | 1 |
| nor2 | 2 | 2 |
| buf | 3 | 3 |
| a21oi | 1 | 1 |
| a31oi | 2 | 2 |
| o31ai | 1 | 1 |
| nor2b | 1 | 1 |
| inv | 1 | 1 |
| clkdlybuf4s50 | 0 | 10 |
| a311o | 1 | 1 |
| a21boi | 1 | 1 |
| nand2b | 3 | 3 |
| a22oi | 1 | 1 |
| nor4b | 1 | 1 |
| dlymetal6s2s | 0 | 2 |
| o311ai | 1 | 1 |
| and4b | 1 | 1 |
| nor4 | 1 | 1 |
Power is estimated from default activity; no workload was simulated.
